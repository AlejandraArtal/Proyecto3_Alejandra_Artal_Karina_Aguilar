File: flow/config.mk
export PLATFORM = sky130hd
export DESIGN_NAME = Teclado
export DESIGN_NICKNAME = Teclado
export VERILOG_FILES = /design/flow/design.v
export SDC_FILE = /design/flow/constraint.sdc
export NUM_CORES = 4
export LEC_CHECK = 1
export CORE_UTILIZATION = 30
File: flow/design.v
`timescale 1ns / 1ps
module FiltroFO(
   input wire clk, reset,
	input wire [7:0] codigo_tecla,
	input wire ready,  
	output reg tecla_liberada = 1'b0
    );
	 localparam
		 espera_codigo_ruptura = 1'b0, 
		 espera_codigo_tecla = 1'b1;
	 reg estado_actual = 1'b0, estado_siguiente = 1'b0;
	 always @(posedge clk, posedge reset)
		if (reset)
			estado_actual <= espera_codigo_ruptura;
		else
			estado_actual <= estado_siguiente;
	 always @*
		begin
			estado_siguiente = estado_actual;
			tecla_liberada=1'b0;
			case (estado_actual)
				espera_codigo_ruptura:
					if (ready == 1'b1 && codigo_tecla == 8'b11110000)
						estado_siguiente = espera_codigo_tecla;
				espera_codigo_tecla:
					if (ready == 1'b1 && ~(codigo_tecla == 8'b11110000))
						begin
							estado_siguiente = espera_codigo_ruptura;
							tecla_liberada = 1'b1;
						end
			endcase
		end
endmodule 
`timescale 1ns / 1ps
module Teclado(
		input clk, reset,
		input ps2c, ps2d,
		output reg [7:0] codigo_letra,
		output reg alarma_signal
    );
wire [7:0] dout;
wire tecla_liberada, rx_done_tick;
reg [7:0] codigo_letra_next;
ps2_rx ps2_rx (
    .clk(clk), 
    .reset(reset), 
    .ps2d(ps2d), 
    .ps2c(ps2c), 
    .rx_en(1'b1), 
    .rx_done_tick(rx_done_tick), 
    .dout(dout)
    );
FiltroFO FiltroFO (
    .clk(clk), 
    .reset(reset), 
    .codigo_tecla(dout), 
    .ready(rx_done_tick), 
    .tecla_liberada(tecla_liberada)
    );
	 always @ (posedge clk) begin
			codigo_letra <= codigo_letra_next;
	 end
	 always @* begin
			codigo_letra_next=codigo_letra;
			if (rx_done_tick==1'b1 && tecla_liberada==1'b0) begin
				case (dout)
					8'h1d: codigo_letra_next=8'h1d;  
					8'h1a: codigo_letra_next=8'h1a;  
					8'h1b: codigo_letra_next=8'h1b;  
					8'h3a: codigo_letra_next=8'h3a;  
					8'h33: codigo_letra_next=8'h33;  
					8'h4b: codigo_letra_next=8'h4b;  
				endcase
			end
			else if (tecla_liberada==1'b1)
				codigo_letra_next=1'b0;
	 end
	 always @* begin
		if (dout==8'h2d)
			alarma_signal = 1'b1;
		else alarma_signal = 1'b0;
	 end
endmodule
module ps2_rx
   (
    input wire clk, reset,
    input wire ps2d, ps2c, rx_en,
    output reg rx_done_tick,
    output wire [7:0] dout
   );
   localparam [1:0]
      idle = 2'b00,
      dps  = 2'b01,
      load = 2'b10;
   reg [1:0] state_reg, state_next;
   reg [7:0] filter_reg;
   wire [7:0] filter_next;
   reg f_ps2c_reg;
   wire f_ps2c_next;
   reg [3:0] n_reg, n_next;
   reg [10:0] b_reg, b_next;
   wire fall_edge;
   always @(posedge clk, posedge reset)
   if (reset)
      begin
         filter_reg <= 0;
         f_ps2c_reg <= 0;
      end
   else
      begin
         filter_reg <= filter_next;
         f_ps2c_reg <= f_ps2c_next;
      end
   assign filter_next = {ps2c, filter_reg[7:1]};
   assign f_ps2c_next = (filter_reg==8'b11111111) ? 1'b1 :
                        (filter_reg==8'b00000000) ? 1'b0 :
                         f_ps2c_reg;
   assign fall_edge = f_ps2c_reg & ~f_ps2c_next;
   always @(posedge clk, posedge reset)
      if (reset)
         begin
            state_reg <= idle;
            n_reg <= 0;
            b_reg <= 0;
         end
      else
         begin
            state_reg <= state_next;
            n_reg <= n_next;
            b_reg <= b_next;
         end
   always @*
   begin
      state_next = state_reg;
      rx_done_tick = 1'b0;
      n_next = n_reg;
      b_next = b_reg;
      case (state_reg)
         idle:
            if (fall_edge & rx_en)
               begin
                  b_next = {ps2d, b_reg[10:1]};
                  n_next = 4'b1001;
                  state_next = dps;
               end
         dps:  
            if (fall_edge)
               begin
                  b_next = {ps2d, b_reg[10:1]};
                  if (n_reg==0)
                     state_next = load;
                  else
                     n_next = n_reg - 1'b1;
               end
         load:  
            begin
               state_next = idle;
               rx_done_tick = 1'b1;
            end
      endcase
   end
   assign dout = b_reg[8:1];  
endmodule 
File: flow/constraint.sdc
current_design Teclado

set clk_period 2.6
set clk_io_pct 0.2

create_clock -name clk0 -period $clk_period [get_ports {clk}]

set non_clock_inputs [all_inputs -no_clocks]
set_input_delay [expr $clk_period * $clk_io_pct] -clock clk0 $non_clock_inputs
set_output_delay [expr $clk_period * $clk_io_pct] -clock clk0 [all_outputs]
File: flow/run.sh
#!/bin/bash
# OpenROAD 26Q1-2900-gdf79404cd8, Yosys 0.63+post, stock flow scripts
make -C /OpenROAD-flow-scripts/flow DESIGN_CONFIG=/design/flow/config.mk WORK_HOME=/design/flow/orfs finish
==> out/metrics.cfg <==
[outcome]
run_status=finished clean

[power_and_ir_drop]
ir_worst_vdd_mv=0.346
power.density_cell_area_nw_per_um2=559
static_power_due_to_leakage_nw=0.706

[clock_tree]
cts_hold_repair.buffers=0
post_cts_buffers=0
clk_transition_reported_paths_ps=60
cts.htree.levels=2
clock_insertion_delay_at_the_later_pin_of_the_skew_report_ps=280
cts_tree=built
cts_max_path_buffers=2
cts_inserted_buffers=5
cts_sink_count=34
cts-resized-gates=0
cts-root-buf=sky130_fd_sc_hd__clkbuf_8

[detailed_routing]
vias=1005
drtPass1Iterations=4
finalWirelength_um=2350
detail_route.vias_per_cell=4.88
dr.first_iter.drc_count=95
detail_route.antenna_diodes=0
routed_wire_length_per_instance_um=11.4
antenna_violating_nets_post_route=0
drc=0

[final_timing]
timing.clock.skew_ps=7.19
final.period_utilization=0.828
number_of_slew_limit_violations_in_the_final_report=0
setup_tns_ps=0
final_period_minus_worst_setup_slack_ps=2150
rsz0062_at_grt=no
report.final.setup_viol=0
timing.fmax_ghz=0.465
final-hold-violation-count=0
max-slew-margin-rel=0.539
worst-slew-pin-transition_ps=690

[logic_synthesis]
seq_area_frac_synth=0.581
async_reset_ff_frac=0.794
synth-edff-count=7
synth_flops=34
top_area_cell=sky130_fd_sc_hd__dfrtp_1
syn-instance-count=125
post_synth_most_frequent_cells=sky130_fd_sc_hd__dfrtp_1, sky130_fd_sc_hd__nand2_1, sky130_fd_sc_hd__mux2_2, sky130_fd_sc_hd__edfxtp_1
synthTopCellsByArea=sky130_fd_sc_hd__dfrtp_1, sky130_fd_sc_hd__edfxtp_1, sky130_fd_sc_hd__mux2_2
yosys-stat-cells=125
netlist-cell-type-count=40
ys_warn_count=3
post-synth-top-count-cell=sky130_fd_sc_hd__dfrtp_1
ff_type=sky130_fd_sc_hd__dfrtp_1
synth_top_area_share=0.426
synth.cell_area_um2=1530
syn-mean-instance-area_um2=12.2
synth-area-yosys_um2=1530

[worst_setup_path]
worst-setup-path-type=register to output port
worstPathArrival_ps=1630
critPathCaptureType=output port
cp_max_fo=8
timing.critical_path.required_ps=2080
critPathLaunchType=register

[grt]
grt_pass1_wl_um=4320
global_route.overflow_total=0
maximum_number_of_pins_on_one_net_before_global_route_repair=28
first_global_vias=951
antenna_found_initial=0
grt_usage=0.105

[final_layout]
postLayoutCoreUtil=0.375
areaGrowthSynthToFinish_pct=18.1
largest_register_ff_count=10
post_route_cells_drive_above_1_share=0.173
fin_area_um2=1800

[placement]
place_area_um2=1700
i_o_buffers=11
dp.final_hpwl_um=1610
finalWeightedCongestion=0.942

[floorplan]
boundaryPins=13
dieWidth_um=73.4
fp.coreArea_um2=4820
chip_height_um=73.4
chip_area_um2=5380
rows=25
core_util_floorplan=0.317

[job]
warning_count=25
maxCapViolations=0

[worst_hold_path]
holdCritPathClass=register to register

-- worst max-delay path, cell delays in order, from the launching register on --
cell,delay [ps]
sky130_fd_sc_hd__dfrtp_1,480
sky130_fd_sc_hd__nand2_1,140
sky130_fd_sc_hd__nor3_1,220
sky130_fd_sc_hd__clkdlybuf4s50_1,510
-- cell usage in the layout (no fill, tap or decap), types with 2 or more instances in the layout --
master                            Yosys  final
sky130_fd_sc_hd__nand3_1              3      3
sky130_fd_sc_hd__nor3b_1              2      2
sky130_fd_sc_hd__or4_1                2      2
sky130_fd_sc_hd__and3_1               2      2
sky130_fd_sc_hd__nor2_1               6      6
sky130_fd_sc_hd__nor4_1               2      2
sky130_fd_sc_hd__clkbuf_8             0      5
sky130_fd_sc_hd__nor3_1               3      3
sky130_fd_sc_hd__mux2_2              10     10
sky130_fd_sc_hd__nand4b_1             2      2
sky130_fd_sc_hd__nand3b_1             2      2
sky130_fd_sc_hd__clkinv_2             0      2
sky130_fd_sc_hd__clkdlybuf4s50_1      0     11
sky130_fd_sc_hd__nand4_1              4      4
sky130_fd_sc_hd__a31oi_1              2      2
sky130_fd_sc_hd__o21a_1               2      2
sky130_fd_sc_hd__o41ai_1              2      2
sky130_fd_sc_hd__inv_1                6      6
sky130_fd_sc_hd__nand2b_1             4      4
sky130_fd_sc_hd__nand2_1             11     11
sky130_fd_sc_hd__a21o_1               2      2
sky130_fd_sc_hd__dfrtp_1             26     26
sky130_fd_sc_hd__edfxtp_1             7      7
sky130_fd_sc_hd__nor4_4               2      2
sky130_fd_sc_hd__a22o_1               2      2
-- area by class of cell --
cell class	instances	area [µm²]
clock inverters	2	10.0
fillers	473	3010
well taps	67	83.8
clock buffers	6	93.8
repair buffers	12	118
inverters	6	22.5
multi-input cells	79	589
flip-flops and latches	34	887
-- through the flow --
step	std cells	hold WS [ps]	worst slack (ps)	power (mW)
finish	206	460	448	1.01
global route	206	481	347	1.05
CTS	206	460	441	1.02
detailed placement	198	447	716	0.591
global placement	198	438	733	0.590
floorplan	125	427	878	0.582
-- cell families after synthesis --
family	synth area share
DFF	0.581
AOI/OAI and AO/OA	0.106
other	0.00245
xor gates and xnor gates	0.00573
adders and majority gates	0.00819
and+or+nand+nor	0.190
buffers and inverters	0.0336
muxes	0.0737
-- per-layer routing --
metal  global-route usage  vias up  wire length (µm)
met5                    0        -                 0
met1                0.161      486              1110
met3               0.0361        0               164
met4               0.0128        0                 0
met2                0.153       30              1070
li1                     -      489                 -
-- report_power, final --
part	internal, mW	switching (mW)
logic	0.00868	0.00999
clock network	0.243	0.184
registers	0.551	0.0105
-- path summary, 6_finish.rpt --
path	from	endpoint	slack [ps]	cells after the start
worst min register to register	ps2_rx.filter_reg[6]	ps2_rx.filter_reg[5]	460	0
worst min-delay path	ps2_rx.filter_reg[6]	ps2_rx.filter_reg[5]	460	0
worst max register to register	ps2_rx.b_reg[3]	codigo_letra[1]	680	4
min in group asynchronous	reset	ps2_rx.state_reg[2]	590	3
max in group asynchronous	reset	ps2_rx.state_reg[0]	1720	3
worst max-delay path	ps2_rx.b_reg[6]	alarma_signal	450	3
Power figures rest on the tool's default switching activity, not on a simulated workload.
