`./config.mk`:
```
export PLATFORM = sky130hd
export DESIGN_NAME = divisor
export DESIGN_NICKNAME = divisor
export VERILOG_FILES = /design/flow/design.v
export SDC_FILE = /design/flow/constraint.sdc
export NUM_CORES = 4
export LEC_CHECK = 1
export CORE_AREA = 10 10 83 83
export DIE_AREA = 0 0 93 93
```
`./constraint.sdc`:
```
current_design divisor

set clk_period 3.8
set clk_io_pct 0.2

create_clock -name clk0 -period $clk_period [get_ports {clk}]

set non_clock_inputs [all_inputs -no_clocks]
set_input_delay [expr $clk_period * $clk_io_pct] -clock clk0 $non_clock_inputs
set_output_delay [expr $clk_period * $clk_io_pct] -clock clk0 [all_outputs]
```
`./run.sh`:
```
#!/bin/bash
# OpenROAD 26Q1-2900-gdf79404cd8, Yosys 0.63+post, stock flow scripts
make -C /OpenROAD-flow-scripts/flow DESIGN_CONFIG=/design/flow/config.mk WORK_HOME=/design/flow/orfs finish
```
`./design.v`:
```
`timescale 1ns / 1ps
module divisor ( clk ,out_clk );
output out_clk ;
reg out_clk ;
input clk ;
wire clk ;
reg [23:0] m;  
initial m = 0;
always @ (posedge (clk)) begin
 if (m<25000000)
  m <= m + 1'b1;
 else   
  m <= 0;
end
always @ (m) begin
 if (m<12500000)
  out_clk <= 1;
 else
  out_clk <= 0;
end
endmodule 
```
==> results_slide.txt <==
Synthesis and Place & Route Summary

Finish
  – Area added between synthesis and finish: 15.9%
  – Multi-input gate area in the final layout: 477 um2
  – Filler Cell Count: 578
  – Post-Route Utilization: 0.217
  – Proportion of layout cells with a drive suffix above 1: 0.105
  – Final cell area excluding filler cells: 1110 um2
  – Top reg by flops: m
  – Flip-flop count of the largest register, all copies and words added: 24
  – Registers with the highest flip-flop counts: m (24)
  – Reg area: 480 um2

Run
  – Log Warnings: 25
  – Maxcap violations: 0

Logic synthesis
  – Seq/Total Area, Yosys: 0.500
  – Number of synthesized flops with an enable pin: 0
  – Leading cell type by number of instances after synthesis: sky130_fd_sc_hd__dfxtp_1
  – Mean area per synthesized cell: 10.7 um2
  – Ranking of synthesized cells by area: sky130_fd_sc_hd__dfxtp_1, sky130_fd_sc_hd__xnor2_1, sky130_fd_sc_hd__xor2_1
  – Ys Warns: 1
  – Number of library cell types mapped by synthesis: 21
  – Combined area of all synthesized cells: 961 um2
  – Top-area cell type share of the netlist area: 0.500
  – Dominant Register Cell: sky130_fd_sc_hd__dfxtp_1
  – Dominant cell type by area after synthesis: sky130_fd_sc_hd__dfxtp_1
  – Proportion of register bits with asynchronous set or reset after synthesis: 0
  – Cells in synth_stat.txt: 90
  – Summed standard-cell area reported by yosys: 961 um2
  – Most numerous cell types in the synthesized netlist: sky130_fd_sc_hd__dfxtp_1, sky130_fd_sc_hd__xnor2_1, sky130_fd_sc_hd__nand3_1, sky130_fd_sc_hd__xor2_1, sky130_fd_sc_hd__nand2_1
  – Register bit count reported by yosys: 24
  – Count of mapped cells out of synthesis: 90

Power and ir drop
  – Clock Power Share: 0.397
  – Net switching power of the design: 0.0732 mW
  – Max VDD drop: 0.000163 V
  – Total power consumption of the routed design: 0.417 mW
  – Reg power frac: 0.603
  – Standby leakage power: 0.407 nW
  – Total power density per cell area: 374 nW/um2
  – Cell-internal power: 0.343 mW
  – Net switching share of the total power: 0.176
  – Comb power frac: 0

Route
  – Wire length per cell after detailed routing: 8.19 um
  – First-pass iteration count of the detailed router: 4
  – # diodes: 0
  – Number of design rule violations left after detail routing: 0
  – Average via count per standard cell: 3.61
  – Vias after detailed routing: 596
  – Residual antenna-violating net count after detailed routing: 0
  – Iteration-0 DRC count of the detailed router: 32
  – Drt total wl: 1350 um

Critical path
  – Reg-to-reg setup timing slack: 2380 ps
  – Worst stage delay on the critical path: 540 ps
  – Crit path arrival time: 2060 ps
  – Family with the most delay on the worst path: simple AND/OR/NAND/NOR gates
  – Cell at the slowest stage of the critical path: sky130_fd_sc_hd__or4_1
  – CP Launch Type: flip-flop
  – Logic depth of the worst register-to-register path: 5
  – Classification of the worst setup path: flip-flop to output pin
  – FF-to-FF End: m[16]
  – Cells along the critical path: or4_1 > o2111ai_1 > a21boi_1 > o21ai_1 > clkdlybuf4s50_1
  – Startpoint of the lowest-slack register-to-register path: m[0]
  – Endpoint required time on the critical path: 3040 ps
  – Maximum net fanout on the critical path: 6
  – Capturing element type of the critical path: output pin
  – Count of buffering cells on the critical path with inverters included: 1

STA
  – Transition time of the tightest slew-check pin: 445 ps
  – Setup TNS Final: 0 ps
  – Final hold vios: 0
  – Crit share post-route: 0.741
  – Unrepaired setup endpoints after global routing: false
  – Highest Clock Rate: 355 MHz
  – Final Max Slew Viols: 0
  – Rel. slew slack: 0.701
  – Min Tclk post-route: 2820 ps
  – Number of setup violations in the final report: 0
  – Skew final: 2.31 ps

Global routing
  – First-pass GRT wire length: 2490 um
  – Overall Global Routing Usage: 0.0337
  – Global-route congestion overflow total: 0
  – Largest net degree at the start of global routing: 14
  – Initial antenna violation count: 0
  – Number of global-route vias before repair: 564

Floorplan
  – DIE WIDTH: 93 um
  – Num rows: 26
  – Die extent in y: 93 um
  – I/O Pins: 2
  – Overall chip area: 8650 um2
  – Initial cell density of the core: 0.187
  – Standard cell core area: 5140 um2

Hold path
  – Capture endpoint of the worst hold path: m[0]
  – Number of stages on the worst hold path: 1
  – HP Class: flip-flop to flip-flop
  – Launch instance of the worst min-delay path: m[0]

Placement
  – Cell area reported after detailed placement: 1060 um2
  – Buffers on Ports: 1
  – Routability-driven placement congestion ratio: 0.758
  – Hpwl dp: 976 um

Clock network
  – Buffer type at the clock tree root: sky130_fd_sc_hd__clkbuf_8
  – Total of hold buffers inserted after clock tree synthesis: 0
  – Sinks on the clock net: 24
  – Number of setup buffers added after CTS: 0
  – Number of CTS-inserted buffers: 3
  – Post-cts sizing count: 0
  – Clk slew on worst S/H paths: 80 ps
  – Max Root-Sink Buffers: 2
  – # H-tree levels: 1
  – Clk ins delay skew pair: 260 ps
  – CTS tree: built

Status
  – Result of the run: finished clean
==> worst max path at each step <==
stage | cells past startpoint | to | slack (ps) | startpoint
after CTS | 5 | out_clk | 980 | m[7]
after global routing | 5 | out_clk | 860 | m[7]
final | 5 | out_clk | 980 | m[7]
==> area by class of cell <==
class                           count  area share
Multi-Input combinational cell     65       0.428
Clock buffer                        4      0.0494
Inverter                            1     0.00337
Tap cell                           70      0.0787
Timing Repair Buffer                1     0.00899
Sequential cell                    24       0.431
==> stage by stage <==
step	worst slack (ps)	hold WS (ps)	std cells
final	985	412	165
after global routing	858	428	165
after CTS	976	415	165
after detailed placement	1280	397	161
after global placement	1270	395	161
after floorplan	1880	382	90
==> cells in the final DEF (no fill, tap or decap), drive strengths merged, types with 4 or more instances in the layout <==
master,n
dfxtp,24
xnor2,14
nand3,11
xor2,8
nand2,7
and3,5
nand4,5
nor3,5
nor2,4
clkbuf,4
==> power groups by stage <==
stage / registers [mW] / logic, mW / clock network, mW
finish: 0.251 / 0.000000185 / 0.165
global route: 0.251 / 0.000000185 / 0.181
CTS: 0.251 / 0.000000185 / 0.172
==> routing by layer <==
metal	vias up	GRT usage	part of all wire
li1	320	-	-
met1	270	0.0467	0.54
met2	4	0.0491	0.40
met3	2	0.0153	0.052
met4	0	0.00257	0.0089
met5	-	0	0
==> cells by family after synthesis <==
logic type,count (synthesis),synth area share
XOR/XNOR,22,0.201
buffers and inverters,1,0.00390
flip-flops,24,0.500
AND/OR/NAND/NOR,38,0.255
adder cells (fa/ha/maj),1,0.0130
AND-OR/OR-AND,4,0.0273
Power and IR drop assume default switching activity.
