### /design/flow/design.v
`timescale 1ns / 1ps
module Counter(
	CLK, 								 
	ENABLE,							 
	TRIGGER_OUT,					 
	TIME_COUNT						 
    );
	parameter MaxValue  = 799;	 
	parameter Size = 10;			 
	parameter InitialValue = MaxValue;
	input CLK;						 
	input ENABLE;					 
	output reg TRIGGER_OUT;		 
	output reg [Size - 1: 0] TIME_COUNT;	 
	initial begin					 
		TRIGGER_OUT = 0;
		TIME_COUNT = InitialValue;
	end
	always@(posedge CLK) begin
		if (ENABLE) begin							 
			if (TIME_COUNT == MaxValue)		 
				TIME_COUNT <= 0;
			else
				TIME_COUNT <= TIME_COUNT + 1'b1;	 
		end
	end
	always @(posedge CLK) begin 
		if (ENABLE && (TIME_COUNT == MaxValue-1)) 	 
			TRIGGER_OUT <= 1'b1;	
		else													 
			TRIGGER_OUT <= 1'b0;								 
	end
endmodule
`timescale 1ns / 1ps
module PixCounter(
	CLK, 					 
	SYNCH_TIME,			 
	PIXCOUNT,			 
	ENABLE				 
    );
	parameter AddressSize = 10;				 
	parameter TimeToBackPorchEnd = 5; 
	parameter TimeToDisplayTimeEnd	= 10; 
	input CLK;					 
	input ENABLE;				 
	input [9:0]SYNCH_TIME;	 
	output reg [AddressSize - 1: 0] PIXCOUNT; 
	initial begin				 
		PIXCOUNT = 0;
	end
	always@(posedge CLK) begin 
	if (ENABLE) begin	 
			if ((SYNCH_TIME > TimeToBackPorchEnd) && (SYNCH_TIME <= TimeToDisplayTimeEnd-1))
				PIXCOUNT <= PIXCOUNT + 1'b1;	 
			else
				PIXCOUNT <= 1'b0;					 
		end
	end
endmodule
`timescale 1ns / 1ps
module VGAInterface(
    input CLK,							 
	 output REFRESH,				 
    input [7:0] COLOUR_IN,			 
    output reg [7:0] COLOUR_OUT,	 
    output [9:0] ADDRH,				 
    output [8:0] ADDRV,	   		 
    output reg HS,					 
    output reg VS,						 
	input DOWNCOUNTER
    );
	wire [9:0] VertCounter;			 
	wire [9:0] HorzCounter;			 
	wire EndHorzTrigger;				 
	initial begin		 
		HS = 0;
		VS = 0;
		COLOUR_OUT = 0;
	end
	parameter HorzTimeToPulseWidthEnd	= 10'd96;
	parameter HorzTimeToBackPorchEnd		= 10'd144;
	parameter HorzTimeToDisplayTimeEnd	= 10'd784;
	parameter HorzTimeToFrontPorchEnd	= 10'd800;
	parameter VertTimeToPulseWidthEnd	= 10'd2;			  
	parameter VertTimeToBackPorchEnd		= 10'd31;  
	parameter VertTimeToDisplayTimeEnd	= 10'd511;       
	parameter VertTimeToFrontPorchEnd	= 10'd521;		  
	Counter # (
				.MaxValue(HorzTimeToFrontPorchEnd-1),	 
				.Size(10)										 
			)
	TimeCounterHorizontal(
				.CLK(CLK),										 
				.ENABLE(DOWNCOUNTER),									 
				.TRIGGER_OUT(EndHorzTrigger),				 
				.TIME_COUNT(HorzCounter)					 
			);		
	Counter # (
				.MaxValue(VertTimeToFrontPorchEnd-1),	 
				.Size(10)										 
			)			
	TimeCounterVertical(
				.CLK(CLK),										 
				.ENABLE(EndHorzTrigger),					 
				.TRIGGER_OUT(REFRESH),						 
				.TIME_COUNT(VertCounter)					 
			);	
	always @(posedge CLK) begin 
		if ((HorzCounter < HorzTimeToPulseWidthEnd-1'b1) || (HorzCounter == HorzTimeToFrontPorchEnd-1'b1)) 
			HS <= 1'b0;
		else 
			HS <= 1'b1;
	end
	always @(posedge CLK) begin 
		if (EndHorzTrigger)begin
			if ((VertCounter < VertTimeToPulseWidthEnd-1'b1) || (VertCounter == VertTimeToFrontPorchEnd-1'b1))
				VS <= 1'b0;
			else 
				VS <= 1'b1;
		end
	end
	always @(posedge CLK) begin
		if (DOWNCOUNTER) begin
			if (  (HorzCounter > HorzTimeToBackPorchEnd-2)   
				&& (HorzCounter <= HorzTimeToDisplayTimeEnd-2)
				&& (VertCounter > VertTimeToBackPorchEnd-1)
				&& (VertCounter <= VertTimeToDisplayTimeEnd-1) )
				COLOUR_OUT <= COLOUR_IN;
			else
				COLOUR_OUT <= 0;
		end
	end
	PixCounter # (
					.AddressSize(10),				 
					.TimeToBackPorchEnd (HorzTimeToBackPorchEnd-1),		 
					.TimeToDisplayTimeEnd (HorzTimeToDisplayTimeEnd-1)	 
					)
				HorzPix(
					.CLK(CLK),						 
					.SYNCH_TIME(HorzCounter),	 
					.ENABLE(DOWNCOUNTER),					 
					.PIXCOUNT(ADDRH)				 
					);
	PixCounter # (
					.AddressSize(9),
					.TimeToBackPorchEnd (VertTimeToBackPorchEnd-1),
					.TimeToDisplayTimeEnd (VertTimeToDisplayTimeEnd-1)
					)
				VertPix(
					.CLK(CLK),
					.SYNCH_TIME(VertCounter),
					.ENABLE(EndHorzTrigger),	 
					.PIXCOUNT(ADDRV)
					);
endmodule
### /design/flow/run.sh
#!/bin/bash
# OpenROAD 26Q1-2900-gdf79404cd8, Yosys 0.63+post, stock flow scripts
make -C /OpenROAD-flow-scripts/flow DESIGN_CONFIG=/design/flow/config.mk WORK_HOME=/design/flow/orfs finish
### /design/flow/constraint.sdc
current_design VGAInterface

set clk_period 3.8
set clk_io_pct 0.2

create_clock -name clk0 -period $clk_period [get_ports {CLK}]

set non_clock_inputs [all_inputs -no_clocks]
set_input_delay [expr $clk_period * $clk_io_pct] -clock clk0 $non_clock_inputs
set_output_delay [expr $clk_period * $clk_io_pct] -clock clk0 [all_outputs]
### /design/flow/config.mk
export PLATFORM = sky130hd
export DESIGN_NAME = VGAInterface
export DESIGN_NICKNAME = VGAInterface
export VERILOG_FILES = /design/flow/design.v
export SDC_FILE = /design/flow/constraint.sdc
export NUM_CORES = 4
export LEC_CHECK = 1
export CORE_UTILIZATION = 50
==> reports/results.ini <==
[outcome]
status=completed

[cts]
clockBufferDepth=2
numCtsBuffers=5
clkTransAtPathRegs_ps=90
clock_sinks=51
post_cts_resized=0
cts_tree=built
h-tree-depth=2
root_buffer=clkbuf_8
clkLatencyLatePin_ps=300
postCtsHoldBufs=0
cts_setup_buffers=0

[sta]
slew_violations=0
slew_headroom_pct=52.05
worst_pin_slew_ps=716.1
hold_viol_final=0
fin_setup_tns_ps=0
worst_slack_ps=1565
setup_violations=0
fmax_mhz=447.3
grt_setup_unrepaired=false
finalCritPeriodShare_pct=58.83
layout_min_cycle_time_ps=2235
clock_skew_ps=8.573

[die]
dieArea_um2=5495
die_w_um=74.13
die_h_um=74.13
core_um2=4848
num_rows=25
fp-utilization_pct=53.65
ios=40

[synthesis]
flop_cell=edfxtp_1
yosys.cell_types.count=37
synth_chip_area_um2=2601
synth-edff-count=48
synth_area_um2=2601
avgSynthCellArea_um2=11.41
ys_seq_share_pct=57.72
synth_flops=51
yosys_warnings=5
syn_inst=228
ys_cells=228
async_reset_ff_share_pct=0

[worst_hold_path]
hold_path_class=reg -> reg
worstHoldEndpoint=VertPix.PIXCOUNT[8]
hp-start=VertPix.PIXCOUNT[8]
hold-path-cell-count=2

[worst_setup_path]
crit_fanout=10
cp.arrival_ps=2400
cp-start-kind=flop
timing.rr.end=COLOUR_OUT[1]
crit_type=reg -> reg
end_kind=flop
cp_cell_sequence=or3_4 -> o311a_1 -> or4_1 -> nor2_1
rr_startpoint=TimeCounterHorizontal.TIME_COUNT[5]
max_stage_delay_ps=630
crit_path_top_delay_cell=or4_1
r2r_setup_slack_ps=1560
required_ps=3960
r2r_cells=4

[place]
pre_cts_slack_ps=1587
io_buffers=39
dp_hpwl_um=3178
gp_congestion=0.8403
placed_area_um2=3050

[finish]
syn_to_final_growth_pct=20.78
layout-drive-gt1-share_pct=4.851
final_cell_area_um2=3142
fin_util_pct=64.80
fillers=400

[detailed_routing]
via_per_inst=5.388
totalWireLength_um=4567
first_pass_iters=4
drc=0
drt_iter0_drc=90
wl_per_cell_um=13.63
n_antenna_cell=0
antenna_left=0
vias=1805

[power]
ir_drop_mv=0.2554
p_leak_nw=1.119
pwr_density_cell_nw_per_um2=345.7
finalPower_mw=1.086

[flow_run]
tool_warnings=31
maxCapViolCount=0

[global_routing]
antenna_found_initial=0
grt_pass1_wl_um=7431
grt_overflow=0
track_usage_pct=18.63
grt_max_degree=25
grt_pass1_vias=1668

## synth_stat cells, types with 3 or more instances
master	number	share of area, %
nor4b_1	3	1.0
and4_1	3	1.0
dfxtp_1	3	2.3
xor2_1	20	6.7
xnor2_1	9	3.0
nor4_1	5	1.2
nand4_1	12	2.9
nand2_1	8	1.2
inv_1	6	0.87
ha_1	9	4.3
nand3_1	21	4.0
clkbuf_1	7	1.0
edfxtp_1	48	55
nor2_1	42	6.1
and3_1	4	0.96
## flip-flops by register name, indices dropped and copies added (netlist names)
| register | cells |
|---|---|
| HorzPix.PIXCOUNT | 10 |
| TimeCounterHorizontal.TIME_COUNT | 10 |
| TimeCounterVertical.TIME_COUNT | 10 |
| VertPix.PIXCOUNT | 9 |
| COLOUR_OUT | 8 |
| HS | 1 |
| TimeCounterHorizontal.TRIGGER_OUT | 1 |
| TimeCounterVertical.TRIGGER_OUT | 1 |
| VS | 1 |
## cell usage in the layout (no fill, tap or decap), types with 2 or more instances in the layout
cell type	n
a31oi_1	2
and3_1	4
and4_1	3
buf_4	4
clkbuf_8	6
clkdlybuf4s50_1	39
dfxtp_1	3
edfxtp_1	48
ha_1	9
inv_1	6
nand2_1	8
nand3_1	21
nand3b_1	2
nand4_1	12
nor2_1	42
nor3_1	2
nor4_1	5
nor4b_1	3
o31ai_1	2
or4_1	2
xnor2_1	9
xor2_1	20
## routing by layer
layer	GRT usage (%)	vias up	share of wire, %
met5	0	-	0
met4	2.350	0	1.1
met3	4.396	5	6.2
met2	27.78	52	44
met1	31.63	837	49
li1	-	911	-
## power breakdown
part | total (mW) | switching, mW | leakage [nW] | internal, mW
Combinational | 0.0906 | 0.0353 | 0.582 | 0.0554
Sequential | 0.675 | 0.0332 | 0.489 | 0.642
Clock | 0.320 | 0.173 | 0.0482 | 0.147
## metrics by stage
step | instances | hold slack [ps]
2_1_floorplan | 228 | 532.6
3_3_place_gp | 327 | 597.3
3_5_place_dp | 327 | 615.7
4_1_cts | 335 | 636.5
5_1_grt | 335 | 677.6
6_report | 335 | 632.6
## how the worst max path moves through the flow
stage                                    from                  end  slack [ps]  cells after the start
4_1_cts   TimeCounterHorizontal.TIME_COUNT[6]        COLOUR_OUT[4]        1570                      4
5_1_grt     TimeCounterVertical.TIME_COUNT[2]  VertPix.PIXCOUNT[3]        1350                      4
6_report  TimeCounterHorizontal.TIME_COUNT[5]        COLOUR_OUT[1]        1560                      4
## kinds of logic (layout without fill, tap and decap cells)
kind of cell,count (synthesis),in the layout,share of synthesized area [%]
DFF,51,51,57.72
xor gates and xnor gates,29,29,9.765
AOI/OAI and AO/OA,12,12,3.463
buffers and inverters,17,57,2.982
adders and majority gates,9,9,4.329
and+or+nand+nor,110,110,21.74
## critical path: cells and delay by family, from the launching register on
family	cells	cell delay [ps]
AND/OR/NAND/NOR	3	1210
AND-OR/OR-AND	1	350
flip-flops	1	540
## cell type report
class                      instances  area [um2]  area share (%)
clock inverter                     1       5.005          0.1593
inverter                           6       22.52          0.7168
clock buffer                       7       86.33           2.748
sequential                        51        1501           47.79
tap                               67       83.83           2.668
multi-input combinational        160        1022           32.54
timing repair buffer              43       420.4           13.38
No activity file was given, so power comes from the tool's default toggle rates.
